--- flow/run.sh ---
#!/bin/bash
# OpenROAD 26Q1-2900-gdf79404cd8, Yosys 0.63+post, stock flow scripts
make -C /OpenROAD-flow-scripts/flow DESIGN_CONFIG=/design/flow/config.mk WORK_HOME=/design/flow/orfs finish
--- flow/design.v ---
parameter WDEPTH = 2;
parameter ASIZE = 1;
parameter WDSIZE = 32;
parameter RDEPTH = 2;
parameter RASIZE = 1;
parameter RDSIZE = 32;
parameter AFULL = 1;
parameter AEMPT = 1;
parameter C0_Reverse_Clk="false";
parameter C0_Diff_Clk="false";
parameter C1_Reverse_Clk="true";
parameter C1_Diff_Clk="true";
parameter Memory_Clock = 162;
parameter PSRAM_WIDTH = 8;
parameter DQ_WIDTH = 8;
parameter ADDR_WIDTH = 21;
parameter Burst_Length  = "16_Bytes";
parameter burst_num = 4;
parameter Fixed_Latency_Enable = "Fixed";
parameter Initial_Latency = 6;
parameter Drive_Strength = 50;
parameter Deep_Power_Down = "OFF";
parameter Hybrid_Sleep_Mode = "OFF";
parameter Refresh_Rate = "normal";
parameter PASR = "full";
parameter shift_delay = 192;
module sdram_interface(
    input sdram_clk,
    input cpu_clk,
    input reset_n,
    input [31:0] data_in,
    input [31:0] address,
    input [31:0] pc,
    input [3:0] byte_select_vector,
    input ram_ack,
    input cpu_ren,
    input cpu_wen,
    input sdram_ready,
    output sdram_ren,
    output sdram_wen,
    output reg [31:0] sdram_addr,  
    output reg [31:0] sdram_data_out,  
    output reg [3:0] sdram_byte_select_vector,  
    input [31:0] sdram_data_in,  
    output reg [31:0] data_out,  
    output reg [31:0] instr_out,  
    output reg ready
);
typedef enum logic [1:0] {
    IDLE   = 2'b00,
    READ   = 2'b01,
    WRITE   = 2'b10,
    AWAIT_ACK = 2'b11
} state_t;
state_t state, next_state;
state_t sdram_state, sdram_next_state;
reg [128*8:0] test_str;
reg sdram_ren_reg, sdram_wen_reg;  
assign sdram_ren = sdram_ren_reg& ~ram_ack;
assign sdram_wen = sdram_wen_reg & ~ram_ack;
always_ff@(posedge sdram_clk or negedge reset_n)
begin
    if(reset_n == 1'b0) begin
        sdram_state <= IDLE;
        sdram_ren_reg <= 1'b0;
        sdram_wen_reg <= 1'b0;
    end
    else begin
        case(sdram_state)
        IDLE: begin
            if(!ready)
                sdram_state <= sdram_next_state;
        end
        READ: begin
            sdram_ren_reg <= 1'b1;
            sdram_wen_reg <= 1'b0;
            sdram_state <= AWAIT_ACK;
        end
        WRITE: begin
            sdram_ren_reg <= 1'b0;
            sdram_wen_reg <= 1'b1;
            sdram_state <= AWAIT_ACK;
        end
        AWAIT_ACK: begin
            if(ram_ack) begin
                sdram_ren_reg <= 1'b0;
                sdram_wen_reg <= 1'b0;
                if(sdram_ren_reg == READ) begin
                    data_out <= sdram_data_in;  
                end
                if(state == AWAIT_ACK || state == IDLE) begin
                    sdram_state <= IDLE;
                end
            end
        end
        endcase
    end
end
always_ff@(posedge cpu_clk or negedge reset_n)
begin
    if(reset_n == 1'b0) begin
        test_str <= "SDRAM Interface Reset";
        ready <= 1'b1;
        state <= IDLE;
        next_state <= IDLE;
        sdram_next_state <= IDLE;
    end
    else begin
        case(state)
        IDLE: begin
            ready <= 1'b1;
            test_str <= "IDLE";
            if(cpu_ren)begin
                test_str <= "CPU Read Request";
                ready <= 1'b0;
                sdram_addr <= address;
                sdram_byte_select_vector <= 0;  
                sdram_next_state <= READ;
                state <= READ;  
            end
            else if(cpu_wen) begin
                test_str <= "CPU write Request";
                ready <= 1'b0;
                sdram_addr <= address;
                sdram_data_out <= data_in;
                sdram_byte_select_vector <= ~byte_select_vector;  
                sdram_next_state <= WRITE;
                state <= WRITE;  
            end
        end
        READ: begin
            test_str <= "READ State";
            state <= AWAIT_ACK;
        end
        WRITE: begin
            test_str <= "WRITE State";
            state <= AWAIT_ACK;
        end
        AWAIT_ACK: begin
            sdram_next_state <= IDLE;
            test_str <= "AWAIT_ACK State";
            if(sdram_ren == 1'b0 && sdram_wen == 1'b0) begin
                state <= IDLE;
                ready <= 1'b1;  
            end
        end
        endcase
    end
end
endmodule
--- flow/constraint.sdc ---
current_design sdram_interface

set clk_period 2.8
set clk_io_pct 0.2

create_clock -name clk0 -period $clk_period [get_ports {cpu_clk}]
create_clock -name clk1 -period $clk_period [get_ports {sdram_clk}]

set non_clock_inputs [all_inputs -no_clocks]
set_input_delay [expr $clk_period * $clk_io_pct] -clock clk0 $non_clock_inputs
set_output_delay [expr $clk_period * $clk_io_pct] -clock clk0 [all_outputs]
--- flow/config.mk ---
export PLATFORM = sky130hd
export DESIGN_NAME = sdram_interface
export DESIGN_NICKNAME = sdram_interface
export VERILOG_FILES = /design/flow/design.v
export SDC_FILE = /design/flow/constraint.sdc
export NUM_CORES = 4
export LEC_CHECK = 1
export CORE_AREA = 10 10 156 156
export DIE_AREA = 0 0 166 166
==> out/qor.json <==
{
  "status": "finished clean",
  "antenna_found_initial": 0,
  "worst_hold_path.num_cells": 2,
  "area_growth_syn_to_layout_pct": 73.2,
  "peakVddDrop_v": 0.000356,
  "postCtsSetupBuffers": 0,
  "placement.setup.worst_slack_ns": 0.546,
  "largest_stage_delay_worst_path_ns": 0.49,
  "gp_congestion": 0.816,
  "grt_pass1_wl_mm": 15.9,
  "fin_tns_setup_ns": 0,
  "timing.rr.end": "sdram_data_out[26]",
  "antenna_violating_nets_post_route": 0,
  "timing_worst_setup_path_type": "in -> out",
  "clkSinkCount": 111,
  "post_drt_wl_per_cell_um": 14.9,
  "wire_length_reported_by_the_detailed_router_mm": 10.4,
  "ys_types": 29,
  "die-area_sq_um": 27600,
  "diodes": 0,
  "synth.largest_area_cell": "edfxtp_1",
  "cp_slowest_cell": "clkdlybuf4s50_1",
  "global_route.usage.total": 0.0735,
  "worst_setup_hold_path_clk_slew_ns": 0.06,
  "finalHoldViolations": 0,
  "timing.rr.start": "state[0]",
  "cellLeakagePower_nw": 2.37,
  "chipWidth_um": 166,
  "synth_top_flop_cell": "edfxtp_1",
  "yosysTopAreaCellShare": 0.778,
  "rows": 53,
  "yosys_cells": 196,
  "hold_class": "reg -> reg",
  "worst_clock_skew_ns": 0.00606,
  "die_y_um": 166,
  "portBuffers": 207,
  "grt.overflow.total": 0,
  "tool_warnings": 63,
  "power-per-cell-area_nw_per_um2": 663,
  "design.portCount": 274,
  "report.power.total_w": 0.00443,
  "count_of_routing_violations_after_the_opening_detailed_route_iteration": 83,
  "drive_above_1_share": 0.0748,
  "timing.critical_path.mode_cell": "clkdlybuf4s50_1",
  "setup_slack_ns": 0.554,
  "cts_tree": "done",
  "1st_pass_router_iterations": 3,
  "worst_setup_path_end_kind": "output port",
  "vias_per_cell": 3.40,
  "setup.reg_to_reg.worst_slack_ns": 1.23,
  "final-setup-viol-count": 0,
  "vias": 2389,
  "drc": 0,
  "dpl-instance-area_sq_um": 6210,
  "cts-hold-fix-buffers": 0,
  "post_cts_resized": 0,
  "yosys.stat.seqShare": 0.850,
  "reg2reg_depth": 3,
  "synthTopCellsByCount": "edfxtp_1 (100), buf_4 (32), dfrtp_1 (9), nor2_1 (9), nand2_1 (7)",
  "crit_fanout": 5,
  "chip_area_from_the_yosys_synthesis_statistics_sq_um": 3860,
  "cp.required_ns": 2.24,
  "synth-edff-count": 100,
  "synthArstFlopShare": 0.0991,
  "slew_viol_final": 0,
  "critPathBufInv": 2,
  "core-area_sq_um": 21000,
  "vias_in_the_first_global_route": 2587,
  "maximum_number_of_pins_on_one_net_before_global_route_repair": 37,
  "start_kind": "input port",
  "hold-path-endpoint": "state[3]",
  "avgSynthCellArea_sq_um": 19.7,
  "cell_area_synth_sq_um": 3860,
  "timing.hold.worst.start": "state[1]",
  "ys.warnings.count": 33,
  "floorplanUtilization": 0.184,
  "crit_chain": "clkdlybuf4s50_1 -> nor2b_1 -> clkdlybuf4s50_1",
  "yosysMostFrequentCell": "edfxtp_1",
  "layout_top_registers": "data_out (32), sdram_addr (32), sdram_data_out (32)",
  "maxCapViolCount": 0,
  "layout.cell_area.non_filler_sq_um": 6680,
  "postSynthRegisterBits": 111,
  "critPathTopFamily": "buffers and inverters",
  "synthTopCellsByArea": "edfxtp_1 (78%), buf_4 (6.2%), dfrtp_1 (5.8%)",
  "netlist_instances": 196,
  "detailedPlacementHpwl_mm": 8.44,
  "rsz0062_at_grt": "no",
  "worst_ep_arrival_time_ns": 1.69
}
==> layout make-up <==
class,instances,area [sq um]
sequential,111,3280
tap,275,344
fill,1999,14300
clock buffer,17,382
clock inverter,6,90.1
timing repair buffer,211,2130
inverter,5,18.8
multi-input combinational,78,439
==> metrics by stage <==
stage	hold slack, ns	utilization	std cells
2_1_floorplan	0.264	-	227
3_3_place_gp	0.438	0.295	680
3_5_place_dp	0.441	0.295	680
4_1_cts	0.461	0.318	703
5_1_grt	0.509	0.318	703
6_report	0.458	0.318	703
==> per-layer routing <==
| layer | part of all wire | up-vias | GRT usage |
|---|---|---|---|
| met2 | 0.46 | 172 | 0.111 |
| met3 | 0.14 | 8 | 0.0463 |
| li1 | - | 1105 | - |
| met5 | 0 | - | 0 |
| met1 | 0.39 | 1104 | 0.0894 |
| met4 | 0.014 | 0 | 0.0119 |
==> report_power, final <==
part           internal, W  switching (W)  leakage (nW)
registers          0.00197      0.0000846          1.04
clock network      0.00116       0.000617         0.229
logic             0.000381       0.000216          1.10
total              0.00351       0.000918          2.37
==> kinds of logic after synthesis <==
family,count (synthesis),synth area share
flip-flops,111,0.850
other,1,0.000972
adder cells (fa/ha/maj),5,0.0162
AND-OR/OR-AND,11,0.0211
multiplexers,4,0.0113
buffers and inverters,38,0.0681
AND/OR/NAND/NOR,26,0.0321
==> worst register-to-register path: cells and delay by family, from the launching register on <==
kind                   cells  cell delay (ns)
flip-flops                 1             0.60
AND/OR/NAND/NOR            2             0.44
buffers and inverters      1             0.21
==> worst max path at each step <==
stage / start / end / slack, ns / cells past startpoint
after CTS: ram_ack / sdram_ren / 0.54 / 3
after global routing: ram_ack / sdram_ren / 0.45 / 3
final: ram_ack / sdram_wen / 0.55 / 3
==> cell usage in the layout, fill, tap and decap left out, drive strengths merged, types with 5 or more instances in the layout <==
master / Yosys / layout
clkdlybuf4s50: 0 / 207
edfxtp: 100 / 100
conb: 1 / 32
clkbuf: 1 / 17
nor2: 10 / 10
dfrtp: 9 / 9
nand2: 7 / 7
inv: 5 / 6
ha: 5 / 5
Power figures rest on the tool's default switching activity, not on a simulated workload.
