File: ./config.mk
export PLATFORM = sky130hd
export DESIGN_NAME = buttonModule
export DESIGN_NICKNAME = buttonModule
export VERILOG_FILES = /design/flow/design.v
export SDC_FILE = /design/flow/constraint.sdc
export NUM_CORES = 4
export LEC_CHECK = 1
export CORE_UTILIZATION = 40
File: ./constraint.sdc
current_design buttonModule

set clk_period 3.0
set clk_io_pct 0.2

create_clock -name clk0 -period $clk_period [get_ports {clk}]

set non_clock_inputs [all_inputs -no_clocks]
set_input_delay [expr $clk_period * $clk_io_pct] -clock clk0 $non_clock_inputs
set_output_delay [expr $clk_period * $clk_io_pct] -clock clk0 [all_outputs]
File: ./design.v
parameter WDEPTH = 2;
parameter ASIZE = 1;
parameter WDSIZE = 32;
parameter RDEPTH = 2;
parameter RASIZE = 1;
parameter RDSIZE = 32;
parameter AFULL = 1;
parameter AEMPT = 1;
parameter C0_Reverse_Clk="false";
parameter C0_Diff_Clk="false";
parameter C1_Reverse_Clk="true";
parameter C1_Diff_Clk="true";
parameter Memory_Clock = 162;
parameter PSRAM_WIDTH = 8;
parameter DQ_WIDTH = 8;
parameter ADDR_WIDTH = 21;
parameter Burst_Length  = "16_Bytes";
parameter burst_num = 4;
parameter Fixed_Latency_Enable = "Fixed";
parameter Initial_Latency = 6;
parameter Drive_Strength = 50;
parameter Deep_Power_Down = "OFF";
parameter Hybrid_Sleep_Mode = "OFF";
parameter Refresh_Rate = "normal";
parameter PASR = "full";
parameter shift_delay = 192;
module buttonModule(
    input clk,
    input btnDownL,
    input btnUpL,
    input btnLeftL,
    input btnRightL,
    input btnDownR,
    input btnUpR,
    input btnLeftR,
    input btnRightR,
    input ren,
    input [31:0] address,
    output reg data_out
);
    wire stableDownL, stableUpL, stableLeftL, stableRightL;
    wire stableDownR, stableUpR, stableLeftR, stableRightR;
    DebounceFSM debounceDownL (
        .clk(clk),
        .btn_in(btnDownL),
        .btn_stable(stableDownL)
    );
    DebounceFSM debounceUpL (
        .clk(clk),
        .btn_in(btnUpL),
        .btn_stable(stableUpL)
    );
    DebounceFSM debounceLeftL (
        .clk(clk),
        .btn_in(btnLeftL),
        .btn_stable(stableLeftL)
    );
    DebounceFSM debounceRightL (
        .clk(clk),
        .btn_in(btnRightL),
        .btn_stable(stableRightL)
    );
    DebounceFSM debounceDownR (
        .clk(clk),
        .btn_in(btnDownR),
        .btn_stable(stableDownR)
    );
    DebounceFSM debounceUpR (
        .clk(clk),
        .btn_in(btnUpR),
        .btn_stable(stableUpR)
    );
    DebounceFSM debounceLeftR (
        .clk(clk),
        .btn_in(btnLeftR),
        .btn_stable(stableLeftR)
    );
    DebounceFSM debounceRightR (
        .clk(clk),
        .btn_in(btnRightR),
        .btn_stable(stableRightR)
    );
    always @(posedge clk) begin
        if (ren == 1'b1) begin
            case (address[3:0])
                3'h0: data_out = stableDownR;
                3'h1: data_out = stableUpR;
                3'h2: data_out = stableLeftR;
                3'h3: data_out = stableRightR;
                3'h4: data_out = stableDownL;
                3'h5: data_out = stableUpL;
                3'h6: data_out = stableLeftL;
                3'h7: data_out = stableRightL;
                default: data_out = 1'b1;
            endcase
        end
    end
endmodule
module DebounceFSM (
    input clk,
    input btn_in,         
    output reg btn_stable  
);
    localparam IDLE = 2'b00;
    localparam COUNTING = 2'b01;
    localparam STABLE = 2'b10;
    localparam DEBOUNCE_TIME = 22'd1_000_000;  
    reg [21:0] counter=0;
    reg [1:0] state = IDLE;
    reg btn_last=0;
    reg newChange=0;
    reg dff1=0, dff2=0, dff3=0;
    always @(posedge clk) begin
        dff1 <= btn_in;
        dff2 <= dff1;
        dff3 <= dff2;
        case (state)
            IDLE: begin
                btn_stable <= btn_last;
                if(dff1==dff2&&dff2==dff3)begin
                    if (btn_in != btn_last) begin
                        newChange = dff3;
                        state <= COUNTING;
                        counter <= 0;
                    end
                end                
            end
            COUNTING: begin
                counter <= counter + 1;
                if (dff3!=newChange)
                begin
                    btn_last <= 1;
                    state<=IDLE;
                end
                if (counter == DEBOUNCE_TIME - 1) begin
                    state <= STABLE;
                    btn_last <= btn_in;
                end
            end
            STABLE: begin
                btn_stable <= btn_last;
                if (btn_in != btn_last) begin
                    state <= COUNTING;
                    counter <= 0;
                end
            end
        endcase
    end
endmodule
File: ./run.sh
#!/bin/bash
# OpenROAD 26Q1-2900-gdf79404cd8, Yosys 0.63+post, stock flow scripts
make -C /OpenROAD-flow-scripts/flow DESIGN_CONFIG=/design/flow/config.mk WORK_HOME=/design/flow/orfs finish
==> run_summary.xml <==
<?xml version="1.0" encoding="UTF-8"?>
<metrics>
  <group name="grt">
    <metric name="grt_max_degree" unit="">27</metric>
    <metric name="initial_antenna_violation_count" unit="">0</metric>
    <metric name="residual_overflow_from_global_routing" unit="">0</metric>
    <metric name="groute.usage.overall" unit="%">15.11</metric>
    <metric name="grt_first_pass_wirelength" unit="µm">37090</metric>
    <metric name="vias_in_the_first_global_route" unit="">7731</metric>
  </group>
  <group name="final_timing">
    <metric name="period_needed" unit="ns">2.207</metric>
    <metric name="max_freq" unit="MHz">453.1</metric>
    <metric name="finalMaxSlewViolations" unit="">0</metric>
    <metric name="relSlewSlack" unit="%">61.63</metric>
    <metric name="fin_worst_skew" unit="ns">0.01789</metric>
    <metric name="rsz0062_at_grt" unit="">false</metric>
    <metric name="fin_worst_hold_slack" unit="ns">0.3600</metric>
    <metric name="worst-slew-pin-transition" unit="ns">0.5744</metric>
    <metric name="fin_crit_sh" unit="%">73.56</metric>
    <metric name="hold_violations" unit="">0</metric>
    <metric name="setup-tns-final" unit="ns">0</metric>
    <metric name="finalSetupViolations" unit="">0</metric>
  </group>
  <group name="clocking">
    <metric name="clk_latency" unit="ns">0.54</metric>
    <metric name="post_cts_buffers" unit="">0</metric>
    <metric name="max-clock-path-buffers" unit="">3</metric>
    <metric name="cts_htree_levels" unit="">1</metric>
    <metric name="numCtsBuffers" unit="">28</metric>
    <metric name="postCtsResizedCells" unit="">0</metric>
    <metric name="clkSinkCount" unit="">241</metric>
    <metric name="cts-hold-fix-buffers" unit="">0</metric>
    <metric name="ctsRootBufferMaster" unit="">clkbuf_16</metric>
    <metric name="clk_transition_reported_paths" unit="ns">0.06</metric>
    <metric name="cts_tree" unit="">built</metric>
  </group>
  <group name="power">
    <metric name="power_density" unit="mW/mm²">604.5</metric>
    <metric name="power.net_switching" unit="mW">1.829</metric>
    <metric name="clock_power_share" unit="%">45.3</metric>
    <metric name="leakage_power_summed_over_all_cells" unit="nW">4.376</metric>
    <metric name="seq_power_share" unit="%">49.1</metric>
    <metric name="pwr-share-comb" unit="%">5.6</metric>
    <metric name="internal_power" unit="mW">6.530</metric>
    <metric name="power.share.switching" unit="%">21.88</metric>
    <metric name="vdd_ir_drop_max" unit="µV">459.3</metric>
  </group>
  <group name="synth">
    <metric name="yosysWarningCount" unit="">2</metric>
    <metric name="synth_top_area_share" unit="%">53.53</metric>
    <metric name="post_synth.cell_area_avg" unit="µm²">10.84</metric>
    <metric name="synth-cells-yosys" unit="">1123</metric>
    <metric name="synth_flops" unit="">241</metric>
    <metric name="number_of_enable_type_register_cells_in_the_synthesized_netlist" unit="">217</metric>
    <metric name="syn_inst" unit="">1123</metric>
    <metric name="postSynthSeqShare" unit="%">57.47</metric>
    <metric name="ys.flop_type" unit="">edfxtp_1</metric>
    <metric name="post-synth-top-area-cell" unit="">edfxtp_1</metric>
    <metric name="yosys_area" unit="mm²">0.01217</metric>
    <metric name="netlist_top_cells_area" unit="">edfxtp_1 (54%), nor2_1 (4.0%), dfxtp_1 (3.9%), xor2_1 (3.9%), xnor2_1 (3.2%)</metric>
    <metric name="netlist-cell-type-count" unit="">46</metric>
    <metric name="async_flop_share" unit="%">0</metric>
    <metric name="synthesis.area" unit="mm²">0.01217</metric>
  </group>
  <group name="final_layout">
    <metric name="logic_area" unit="mm²">0.004896</metric>
    <metric name="area.sequential" unit="mm²">0.006997</metric>
    <metric name="syn2layout_area_growth" unit="%">13.58</metric>
    <metric name="nFillCells" unit="">2647</metric>
    <metric name="final_core_density" unit="%">46.41</metric>
    <metric name="layout.cells.most_common_list" unit="">edfxtp_1 (217), nor2_1 (130), nand2_1 (73)</metric>
    <metric name="design_area" unit="mm²">0.01383</metric>
    <metric name="lay_top_count" unit="">edfxtp_1</metric>
    <metric name="drive_above_1_share" unit="%">6.793</metric>
  </group>
  <group name="drt">
    <metric name="drt-initial-drc-count" unit="">511</metric>
    <metric name="routed_wire_length_per_instance" unit="µm">14.01</metric>
    <metric name="post-route-drc-count" unit="">0</metric>
    <metric name="ant_nets" unit="">0</metric>
    <metric name="vias_per_cell" unit="">5.445</metric>
    <metric name="routed-via-count" unit="">8456</metric>
    <metric name="detail_route.wirelength" unit="µm">21760</metric>
    <metric name="route.antenna.diode_count" unit="">0</metric>
    <metric name="drt_first_pass_iters" unit="">4</metric>
  </group>
  <group name="floorplan">
    <metric name="initial_core_utilization" unit="%">40.86</metric>
    <metric name="boundaryPins" unit="">43</metric>
    <metric name="core_area" unit="mm²">0.02980</metric>
    <metric name="row_count" unit="">63</metric>
    <metric name="die_y" unit="µm">176.5</metric>
    <metric name="die_area" unit="mm²">0.03114</metric>
    <metric name="dieWidth" unit="µm">176.5</metric>
  </group>
  <group name="placement">
    <metric name="dpl_cell_area" unit="mm²">0.01277</metric>
    <metric name="port_buffers" unit="">14</metric>
    <metric name="dp.final_hpwl" unit="µm">13920</metric>
    <metric name="finalWeightedCongestion" unit="">0.8092</metric>
  </group>
  <group name="job">
    <metric name="maxCapViolations" unit="">0</metric>
    <metric name="stage_log_warning_count" unit="">53</metric>
  </group>
  <group name="worst_setup_path">
    <metric name="worstSetupPathType" unit="">reg2reg</metric>
    <metric name="cp-end-kind" unit="">flop</metric>
    <metric name="worstSetupStartpoint" unit="">debounceRightL.counter[0]</metric>
    <metric name="cp.arrival" unit="ns">2.59</metric>
    <metric name="worstReg2RegStart" unit="">debounceRightL.counter[0]</metric>
    <metric name="critical_path.max_fanout" unit="">9</metric>
    <metric name="timing.critical_path.required" unit="ns">3.39</metric>
    <metric name="setup.worst_path.start_class" unit="">flop</metric>
  </group>
  <group name="hold_path">
    <metric name="start_point_of_the_worst_min_delay_path" unit="">debounceLeftR.dff2</metric>
    <metric name="timing.hold.worst.class" unit="">reg2reg</metric>
  </group>
  <group name="status">
    <metric name="run_status" unit="">complete, no violations</metric>
  </group>
</metrics>
## cell usage after synthesis, drive strengths merged (3+ instances only)
master	count
a21oi	71
nor4	16
buf	4
o31a	4
nor4bb	3
clkinv	5
or3	51
a2111oi	6
o31ai	34
inv	29
nand2	73
ha	8
xnor2	45
nand4	46
nor4b	11
nor2b	4
nand3	70
o21ai	48
o21a	3
or2	9
and3	14
xor2	54
and2	11
dfxtp	24
and4	23
a31o	3
edfxtp	217
nand2b	3
or4	43
clkbuf	36
nor2	130
nor3	12
## through the flow
stage / total power [mW] / worst slack (ns) / std cells
after CTS: 8.477 / 0.8023 / 1553
after global placement: 4.631 / 0.5302 / 1501
after floorplan: 4.468 / 0.9844 / 1123
final: 8.358 / 0.7931 / 1553
after detailed placement: 4.639 / 0.4902 / 1501
after global routing: 8.695 / 0.6536 / 1553
## cells by family (layout without fill, tap and decap cells)
logic type	Yosys count	after routing	share of synthesized area, %
mux	4	4	0.5344
simple gates	521	521	23.17
fa+ha+maj	8	8	0.8222
compound gates	176	176	8.572
flops	241	241	57.47
xor+xnor	99	99	7.122
buf+inv	74	114	2.312
## routing by layer
| layer | vias up | part of all wire [%] | GRT usage [%] |
|---|---|---|---|
| met4 | 0 | 2.0 | 2.874 |
| met1 | 3977 | 51 | 26.09 |
| met3 | 32 | 4.7 | 3.118 |
| li1 | 4325 | - | - |
| met5 | - | 0 | 0 |
| met2 | 122 | 42 | 21.19 |
## path summary, 6_finish.rpt
check	cells past startpoint	to	slack, ns
max reg2reg	5	debounceRightL.counter[18]	0.79
min	0	debounceLeftR.dff3	0.36
max	5	debounceRightL.counter[18]	0.79
min reg2reg	0	debounceLeftR.dff3	0.36
## layout make-up
| cell class | instances | share of cell area [%] |
|---|---|---|
| repair buffers | 28 | 1.864 |
| multi-input cells | 808 | 35.41 |
| well taps | 390 | 3.529 |
| inverters | 34 | 0.9230 |
| clock inverters | 13 | 1.710 |
| clock buffers | 39 | 5.963 |
| flip-flops and latches | 241 | 50.60 |
## worst max-delay path: stages, from the launching register on
cell and delay, ns:
edfxtp_1 0.37, ha_1 0.21, nand2_1 0.12, or4_1 0.70
or4_1 0.52, a21oi_1 0.14
## power by group through the flow
| stage | clock network, mW | registers, mW | logic (mW) |
|---|---|---|---|
| 4_1_cts | 3.90 | 4.10 | 0.475 |
| 5_1_grt | 4.02 | 4.14 | 0.532 |
| 6_report | 3.79 | 4.10 | 0.468 |
## state kept, by name, indices dropped and copies added, names as in the netlist, 22 cells and up
register,cells
debounceDownL.counter,22
debounceDownR.counter,22
debounceLeftL.counter,22
debounceLeftR.counter,22
debounceRightL.counter,22
debounceRightR.counter,22
debounceUpL.counter,22
debounceUpR.counter,22
Power and IR drop assume default switching activity.
