==> ./run.sh <==
#!/bin/bash
# OpenROAD 26Q1-2900-gdf79404cd8, Yosys 0.63+post, stock flow scripts
make -C /OpenROAD-flow-scripts/flow DESIGN_CONFIG=/design/flow/config.mk WORK_HOME=/design/flow/orfs finish
==> ./config.mk <==
export PLATFORM = sky130hd
export DESIGN_NAME = CSRFile
export DESIGN_NICKNAME = CSRFile
export VERILOG_FILES = /design/flow/design.v
export SDC_FILE = /design/flow/constraint.sdc
export NUM_CORES = 4
export LEC_CHECK = 1
export CORE_UTILIZATION = 40
==> ./constraint.sdc <==
current_design CSRFile

set clk_period 7.4
set clk_io_pct 0.2

create_clock -name clk0 -period $clk_period [get_ports {clock}]

set non_clock_inputs [all_inputs -no_clocks]
set_input_delay [expr $clk_period * $clk_io_pct] -clock clk0 $non_clock_inputs
set_output_delay [expr $clk_period * $clk_io_pct] -clock clk0 [all_outputs]
==> ./design.v <==
parameter WDEPTH = 2;
parameter ASIZE = 1;
parameter WDSIZE = 32;
parameter RDEPTH = 2;
parameter RASIZE = 1;
parameter RDSIZE = 32;
parameter AFULL = 1;
parameter AEMPT = 1;
parameter C0_Reverse_Clk="false";
parameter C0_Diff_Clk="false";
parameter C1_Reverse_Clk="true";
parameter C1_Diff_Clk="true";
parameter Memory_Clock = 162;
parameter PSRAM_WIDTH = 8;
parameter DQ_WIDTH = 8;
parameter ADDR_WIDTH = 21;
parameter Burst_Length  = "16_Bytes";
parameter burst_num = 4;
parameter Fixed_Latency_Enable = "Fixed";
parameter Initial_Latency = 6;
parameter Drive_Strength = 50;
parameter Deep_Power_Down = "OFF";
parameter Hybrid_Sleep_Mode = "OFF";
parameter Refresh_Rate = "normal";
parameter PASR = "full";
parameter shift_delay = 192;
module CSRFile (input clock, 
                input reset,
                input [11:0] csrAddr,
                input [11:0] csrWAddr,
                input ren,
                input wen,
                input [31:0] wd,
                output reg [31:0] rd,
                input write_pc,
                input [31:0] PC_ID,
                input [31:0] new_mepc,
                input timer_interrupt,
                input software_interrupt,
                input external_interrupt,
                input syscall,
                output reg int_taken,
                output reg trap_in_ID,
                output reg flushPipeline,
                output reg [31:0] trap_vector
);
parameter FLUSH_COUNT = 4'd13;
integer i;
reg [31:0] mstatus;  
reg [31:0] mstatush;  
reg [31:0] misa;     
reg [31:0] mie;      
reg [31:0] mtvec;    
reg [31:0] mscratch; 
reg [31:0] mepc;     
reg [31:0] mcause;   
reg [31:0] mtval;    
wire [31:0] mip;      
assign mip = {16'b0,4'b0,external_interrupt,3'b0,timer_interrupt,3'b0,software_interrupt,3'b0}; 
reg [2:0] enableInterrupts;
reg [3:0] pipeline_flush_count;
reg [40*8-1:0] debug;
reg [40*8-1:0] debug2;
reg [31:0] trap_vector_reg; 
always @(*)begin
    if(wen == 1'b1 & csrWAddr=='h341)begin
        trap_vector = wd;
        debug2 ="FORWARD MEPC";
    end
    else begin
        debug2 ="a";
        trap_vector = trap_vector_reg;
    end
end
always @(posedge clock or negedge reset)
begin
    if(reset == 1'b0)
    begin
        mstatus <= 32'b0;
        mstatush <= 32'b0;
        misa <= 32'h40000100;
        mie <= 32'b0;
        mtvec <= 32'b0;
        mscratch <= 32'b0;
        mepc <= 32'b0;
        mcause <= 32'b0;
        mtval <= 32'b0;
        int_taken <= 1'b0;
        trap_vector_reg <= 32'b0;
        enableInterrupts <= 3'b111;
        flushPipeline <= 1'b0;
        pipeline_flush_count <= FLUSH_COUNT;
        debug <= " ";
    end
    else
    begin
        begin  
            if(wen == 1'b1)
            begin
                case(csrWAddr)
                    12'h300: mstatus <= wd;
                    12'h304: mie <= wd;
                    12'h305: mtvec <= {wd[31:2],2'b0};
                    12'h301: mstatush <= wd;
                    12'h340: mscratch <= wd;
                    12'h341: mepc <= wd;
                    12'h342: mcause <= wd;
                    12'h343: mtval <= wd;
                endcase 
            end
            if(csrAddr==csrWAddr)
            begin
                rd <= wd;
            end
            else begin
                case(csrAddr)
                    12'h300: rd <= mstatus;
                    12'h301: rd <= misa;
                    12'h304: rd <= mie;
                    12'h305: rd <= mtvec;
                    12'h301: rd <= mstatush;
                    12'h340: rd <= mscratch;
                    12'h341: rd <= mepc;
                    12'h342: rd <= mcause;
                    12'h343: rd <= mtval;
                    12'h344: rd <= mip;
                    default: rd <= 32'b0;
                endcase 
            end
        end
        begin  
            if(enableInterrupts <= 3'b110)
            begin
                enableInterrupts <= enableInterrupts + 1;
                if(enableInterrupts == 3'b110)
                begin
                    mstatus[3] <= mstatus[7];
                end
            end
            if(flushPipeline == 1'b1)
            begin
                if(write_pc == 1'b1)
                    pipeline_flush_count <= pipeline_flush_count + 1;
                if(pipeline_flush_count == FLUSH_COUNT)
                begin
                    flushPipeline <= 1'b0;
                    mepc <= new_mepc;
                    int_taken <= 1;
                end
            end
            else if(write_pc == 1'b1)
            begin
                int_taken <= 1'b0;
                trap_in_ID <= 1'b0;
                if(syscall == 1'b1) begin
                    if(csrAddr==0)begin
                        mepc <= PC_ID;
                        trap_in_ID <= 1'b1;
                        trap_vector_reg <= {mtvec[31:2],2'b0};
                        debug <= "ecall";
                        mcause <= {1'b0,31'd11};
                        mstatus[7] <= mstatus[3];
                        mstatus[3] <= 1'b0;
                    end
                    else if(csrAddr==1)begin
                        debug <= "ebreak";
                        mepc <= PC_ID;
                        trap_in_ID <= 1'b1;
                        trap_vector_reg <= {mtvec[31:2],2'b0};
                        mcause <= {1'b0,31'd3};
                        mstatus[7] <= mstatus[3];
                        mstatus[3] <= 1'b0;
                    end
                    else if(csrAddr=='h302)begin
                        debug <= "mret";
                        trap_in_ID <= 1'b1;
                        trap_vector_reg <= mepc;
                        enableInterrupts <= 0;
                    end
                end
                else if(mstatus[3] == 1'b1) begin
                    if(external_interrupt & mie[11]==1'b1 & mip[11] == 1'b1) begin
                        trap_vector_reg <= {mtvec[31:2],2'b0};
                        mcause <= {1'b1,31'd11};
                        mstatus[7] <= mstatus[3];
                        mstatus[3] <= 1'b0;
                        flushPipeline <= 1'b1;
                        pipeline_flush_count <= 0;
                    end
                    else if(timer_interrupt & mie[7]==1'b1 & mip[7] == 1'b1) begin
                        trap_vector_reg <= {mtvec[31:2],2'b0};
                        mcause <= {1'b1,31'd7};
                        mstatus[7] <= mstatus[3];
                        mstatus[3] <= 1'b0;
                        flushPipeline <= 1'b1;
                        pipeline_flush_count <= 0;
                    end
                    else if(software_interrupt & mie[3]==1'b1 & mip[3] == 1'b1) begin
                        trap_vector_reg <= {mtvec[31:2],2'b0};
                        mcause <= {1'b1,31'd3};
                        mstatus[7] <= mstatus[3];
                        mstatus[3] <= 1'b0;
                        flushPipeline <= 1'b1;
                        pipeline_flush_count <= 0;
                    end
                end
            end
        end
    end
end
endmodule
==> impl_metrics.tcl <==
# collected from the flow reports
set metrics [dict create \
    die_w_microns 191 \
    cts_root_buf "clkbuf_16" \
    htree_levels 2 \
    ctsHoldBuffers 0 \
    max-slew-margin-rel_pct 37.6 \
    core_sq_mm 0.0348 \
    drive_above_1_share_pct 15.7 \
    cts.sinks 296 \
    avgRoutedWirePerCell_microns 23.0 \
    crit_type "in -> out" \
    crit_arrival_ns 4.27 \
    worstPathRequired_ns 5.92 \
    cts_setup_buffers 0 \
    post_dp_cell_area_sq_mm 0.0168 \
    port_buffers 194 \
    areaGrowthSynthToFinish_pct 25.0 \
    die_area_sq_mm 0.0364 \
    cts.clk_slew.worst_paths_ns 0.06 \
    ff2ff_path_depth 6 \
    die_h_microns 191 \
    stdcell_count 2037 \
    outcome "finished clean" \
    layout_top_cell "nand2_1" \
    critPathCaptureType "primary output" \
    numCtsBuffers 34 \
    clkLatencyLatePin_ns 0.52 \
    flop_cell "dfrtp_1" \
    hold_viol 0 \
    cts-resized-gates 0 \
    holdPathStages 2 \
    yosysCellCount 1384 \
    cts_tree "built" \
    final_area_sq_mm 0.0178 \
    period_used_pct 77.7 \
    final-setup-viol-count 0 \
    syn_area_sq_mm 0.0143 \
    finalSetupTns_ns 0 \
    warnings 34 \
    async_flop_share_pct 88.9 \
    yosysWarnings 1 \
    num_vias 11800 \
    avgViaCountPerCell 5.81 \
    dpl.cell_count 1972 \
    rows 68 \
    tightestPinTransition_ns 0.929 \
    dpl.hpwl_microns 29800 \
    edf_count 33 \
    grt_pass1_vias 11900 \
    ff_latch_area_sq_mm 0.00758 \
    min_path_type "reg -> reg" \
    layout_top_cells "285 x nand2_1, 257 x dfrtp_1, 192 x clkdlybuf4s50_1" \
    crit_path_max_fanout 26 \
    grtUsageTotal_pct 27.6 \
    power.share.switching_pct 27.0 \
    fmaxAchievable_ghz 0.174 \
    synth_seq_share_pct 53.1 \
    fin_skew_ns 0.0208 \
    p_switching_uw 1200 \
    grt_max_degree 117 \
    cellLeakagePower_uw 0.00770 \
    ant_nets 0 \
    cap_violations 0 \
    power_density_mw_per_mm2 250 \
    ios 196 \
    fp-utilization_pct 41.0 \
    grt_pass1_wl_microns 71100 \
    overflow 0 \
    pwr-share-comb_pct 18.4 \
    antenna_found_initial 4 \
    syn_inst 1384 \
    logic_area_sq_mm 0.00627 \
    synth_area_per_cell_sq_um 10.3 \
    rsz0062_at_grt "no" \
    p_int_uw 3260 \
    ys_ff 296 \
    first_iter_violations 921 \
    synth_cell_types 59 \
    ir_drop_mv 0.165 \
    drt_pass1_iterations 6 \
    crit_path_start_kind "primary input" \
    slew_viol_final 0 \
    share_seq_of_total_power_pct 45.2 \
    pwr-share-clk_pct 36.4 \
    ys_area_sq_mm 0.0143 \
    fillers 3063 \
    routabilityCongestion 0.918 \
    cts_buffer_depth 3 \
    drc 0 \
    finalCriticalPeriod_ns 5.75 \
    finalWirelength_microns 46800 \
]
## final cells by class
class                      instances  share of cell area, %
antenna                            3                 0.0421
timing repair buffer             232                   12.6
clock inverter                     7                  0.477
multi-input combinational        964                   35.1
tap                              455                   3.19
clock buffer                      55                   5.49
sequential                       296                   42.5
inverter                          25                  0.526
## worst max-delay path: stages
cell,delay [ns]
clkdlybuf4s50_1,0.52
nor4b_2,0.48
and4_2,0.74
buf_4,0.38
nand2_1,0.10
o21ai_0,0.09
clkdlybuf4s50_1,0.48
## power by group through the flow
stage,Sequential (uW),Clock [uW],Combinational [uW]
4_1_cts,2020,1650,830
5_1_grt,2040,1720,932
6_report,2020,1620,820
## per-layer routing
layer  routed length (microns)  global-route usage (%)
met1                     19500                    40.0
met3                      4440                    8.25
met4                      1530                    7.91
met5                        13                       0
met2                     21300                    41.8
## final timing paths
path | to | startpoint | slack [ns]
worst max-delay path | trap_vector[6] | csrWAddr[11] | 1.65
worst min-delay path | mtval[11] | mtval[11] | 0.48
worst max register to register | mepc[13] | flushPipeline | 4.86
worst min register to register | mtval[11] | mtval[11] | 0.48
max in group asynchronous | mcause[0] | reset | 5.38
min in group asynchronous | mepc[21] | reset | 0.92
## logic make-up after synthesis
logic type | Yosys count | synth area share, %
mux | 157 | 12.6
flops | 296 | 53.1
fa+ha+maj | 4 | 0.351
xor+xnor | 13 | 0.798
buf+inv | 124 | 3.58
simple gates | 456 | 14.0
compound gates | 334 | 15.6
## metrics by stage
| stage | setup slack (ns) | util, % | total power, uW | hold slack [ns] |
|---|---|---|---|---|
| after floorplan | 3.23 | - | 2380 | 0.442 |
| after global placement | 1.71 | 48.2 | 2860 | 0.459 |
| after detailed placement | 1.68 | 48.2 | 2860 | 0.467 |
| after CTS | 1.65 | 51.2 | 4500 | 0.481 |
| after global routing | 1.44 | 51.2 | 4690 | 0.508 |
| final | 1.65 | 51.3 | 4460 | 0.478 |
## cell usage after synthesis, types with 5 or more instances
master | instances | share of area (%)
nand2_1 | 286 | 7.5
dfrtp_1 | 257 | 45
mux2_2 | 131 | 10
a21oi_1 | 93 | 3.3
nor2_1 | 88 | 2.3
clkbuf_1 | 57 | 1.5
o21ai_0 | 55 | 1.9
a31oi_1 | 49 | 2.1
a22oi_1 | 41 | 2.2
buf_2 | 33 | 1.2
edfxtp_1 | 33 | 6.9
a221o_1 | 31 | 2.2
inv_1 | 25 | 0.66
mux2i_1 | 21 | 1.5
nand3_1 | 17 | 0.60
o22ai_1 | 17 | 0.75
a222oi_1 | 12 | 0.84
xor2_1 | 12 | 0.74
buf_1 | 8 | 0.21
a22o_1 | 7 | 0.43
and2_1 | 7 | 0.31
and3_1 | 7 | 0.31
nor4_1 | 7 | 0.31
dfstp_2 | 6 | 1.1
nor3_1 | 6 | 0.21
a211oi_1 | 5 | 0.26
a221oi_1 | 5 | 0.31
a311oi_1 | 5 | 0.31
mux4_2 | 5 | 0.79
nand3b_1 | 5 | 0.26
nor2b_1 | 5 | 0.22
No activity file was given, so power comes from the tool's default toggle rates.
