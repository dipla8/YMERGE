===== design/flow/run.sh =====
#!/bin/bash
# OpenROAD 26Q1-2900-gdf79404cd8, Yosys 0.63+post, stock flow scripts
make -C /OpenROAD-flow-scripts/flow DESIGN_CONFIG=/design/flow/config.mk WORK_HOME=/design/flow/orfs finish

===== design/flow/config.mk =====
export PLATFORM = sky130hd
export DESIGN_NAME = RegFile
export DESIGN_NICKNAME = RegFile
export VERILOG_FILES = /design/flow/design.v
export SDC_FILE = /design/flow/constraint.sdc
export NUM_CORES = 4
export LEC_CHECK = 1
export CORE_UTILIZATION = 50

===== design/flow/constraint.sdc =====
current_design RegFile

set clk_period 17.6
set clk_io_pct 0.2

create_clock -name clk0 -period $clk_period [get_ports {clock}]

set non_clock_inputs [all_inputs -no_clocks]
set_input_delay [expr $clk_period * $clk_io_pct] -clock clk0 $non_clock_inputs
set_output_delay [expr $clk_period * $clk_io_pct] -clock clk0 [all_outputs]

===== design/flow/design.v =====
parameter WDEPTH = 2;
parameter ASIZE = 1;
parameter WDSIZE = 32;
parameter RDEPTH = 2;
parameter RASIZE = 1;
parameter RDSIZE = 32;
parameter AFULL = 1;
parameter AEMPT = 1;
parameter C0_Reverse_Clk="false";
parameter C0_Diff_Clk="false";
parameter C1_Reverse_Clk="true";
parameter C1_Diff_Clk="true";
parameter Memory_Clock = 162;
parameter PSRAM_WIDTH = 8;
parameter DQ_WIDTH = 8;
parameter ADDR_WIDTH = 21;
parameter Burst_Length  = "16_Bytes";
parameter burst_num = 4;
parameter Fixed_Latency_Enable = "Fixed";
parameter Initial_Latency = 6;
parameter Drive_Strength = 50;
parameter Deep_Power_Down = "OFF";
parameter Hybrid_Sleep_Mode = "OFF";
parameter Refresh_Rate = "normal";
parameter PASR = "full";
parameter shift_delay = 192;
module RegFile (input clock, reset,
				input [4:0] raA, raB, wa,
				input floatingID,
				input floatingWB,
				input wen,
				input [31:0] wd,
				output [31:0] rdA, rdB);
integer i;
reg [31:0] data[63:0];
always @(posedge clock or negedge reset)
begin
	if (reset == 1'b0) begin
		for (i = 0; i < 64; i = i+1)
			data[i] <= i;
    end
	else begin
		if (wen == 1'b1 && wa != 5'b0 && floatingWB)begin
			data[wa+32] <=  wd;
		end
		else if (wen == 1'b1 && wa != 5'b0)begin
			data[wa] <=  wd;
		end
	end
end
assign rdA = (wen == 1'b1 && wa == raA && wa != 5'b0 && floatingWB == floatingID) ? wd : (floatingID ? data[raA + 32] : data[raA]);
assign rdB = (wen == 1'b1 && wa == raB && wa != 5'b0 && floatingWB == floatingID) ? wd : (floatingID ? data[raB + 32] : data[raB]);
endmodule

==> impl_report.txt <==
RUN METRICS
----------------------------------------------------
[Critical path]
  Endpoint required time on the critical path ........................ 14080 ps
  Critical path peak fanout ........................ 18
  Type of element launching the critical path ........................ input pin
  Worst setup path category ........................ input pin to output port
  Critical path capture point type ........................ output port
  CP Data Arrival Time ........................ 9830 ps

[STA]
  Worst Setup Slack, final ........................ 4251 ps
  Final TNS setup ........................ 0 ps
  Worst slew pin tran ........................ 1422 ps
  Final Max Slew Viols ........................ 0
  Final Critical Period ........................ 13350 ps
  Achievable frequency ........................ 0.07491 GHz
  Worst slew margin ........................ 4.490%
  Part of the cycle the worst path needs ........................ 75.85%
  Setup repair after global routing missed its margin ........................ no
  Final-report setup violation count ........................ 0
  Count of endpoints failing hold in the final timing report ........................ 0
  Clock skew after layout ........................ 0 ps

[Drt]
  Vias per cell ........................ 8.456
  Routed len/inst ........................ 56.45 microns
  Final Routed Wirelength ........................ 642.5 mm
  Number of violations reported at the end of detailed-routing iteration 0 ........................ 13550
  Routed Antenna Nets ........................ 0
  Count of vias placed by the detailed router ........................ 96250
  Number of remaining DRC errors ........................ 0
  Drt first pass iters ........................ 13

[Floorplanning]
  Std cell rows ........................ 166
  Total die area ........................ 207500 sq um
  Effective utilization at floorplan ........................ 50.31%
  Ports ........................ 116
  Die Width ........................ 455.5 microns
  Die Ht ........................ 455.5 microns
  Area of the core ........................ 204400 sq um

[Synth]
  Synthesized instance count ........................ 8494
  Synth Seq Share ........................ 50.08%
  Synth top area share ........................ 45.17%
  Distinct lib cells ........................ 83
  Async S/R FF share, synth ........................ 100.0%
  Most instantiated library cell after synthesis ........................ mux2_2
  Area share of xor/xnor cells in the synthesized design ........................ 0.09370%
  Post-synth tally of flip-flops with integrated enable ........................ 0
  Synth Area per Inst ........................ 12.11 sq um
  Number of cells in Yosys stat ........................ 8494
  Biggest combinational cell group after synthesis ........................ multiplexers
  Dominant Register Cell ........................ dfrtp_1
  Adder Share, Synth ........................ 0%
  Multiplexer share of the synthesized area ........................ 23.61%
  Cells taking the most area after synthesis ........................ dfrtp_1 45%, mux2_2 22%, a22oi_1 7.9%
  Fraction of the mapped netlist area in compound gates ........................ 16.45%
  Yosys top cell by area ........................ dfrtp_1
  Commonest cells in the synthesized netlist ........................ 2020 x mux2_2, 1856 x dfrtp_1, 1085 x a22oi_1, 415 x clkbuf_1, 370 x buf_2
  Post-synth design cell area ........................ 102800 sq um
  Simple-gate share of the synthesized area ........................ 5.654%
  Chip Area, Yosys ........................ 102800 sq um
  Synth Warn # ........................ 2
  Total of flip-flops plus latches after synthesis ........................ 2048

[Clocking]
  TritonCTS Buffers ........................ 220
  Clock tree root buffer cell ........................ clkbuf_16
  TritonCTS clock tree ........................ built
  Largest buffer count on any clock path ........................ 3
  Count of instances resized after the clock tree is built ........................ 0
  Clock slew at the register clock pins of the worst setup and hold paths ........................ 60 ps
  Max H-tree Level ........................ 4
  Insertion Delay late pin ........................ 880 ps
  Number of sinks handled by clock tree synthesis ........................ 2048
  Total setup buffers inserted after CTS ........................ 0
  Count of hold-fix buffers inserted at cts ........................ 0

[Flow run]
  Number of max-cap violations ........................ 0
  Number of warnings in the stage logs ........................ 52

[Global routing]
  Wire length of the first global-routing pass ........................ 845.3 mm
  Maximum number of pins on one net before global-route repair ........................ 127
  Antenna violations before repair ........................ 77
  Tot GR Track Use ........................ 64.70%
  Residual overflow from global routing ........................ 0
  Vias in the first global route ........................ 90630

[Power]
  Reported leakage power ........................ 51.70 nW
  Highest ir drop seen on vdd ........................ 0.1124 mV
  P per Cell Area ........................ 107.8 nW/um^2

[Cells and area]
  Registers with the most flip-flops ........................ data x2048
  Fraction of final layout cells sized beyond drive strength 1 ........................ 38.57%
  Register with the most flip-flops ........................ data
  Post-synthesis to final-layout area growth ........................ 12.71%
  Max reg flops ........................ 2048

[Placed design]
  Final estimated routing congestion in global placement ........................ 1.109
  Placed wire-length estimate ........................ 384.2 mm
  # port buffers ........................ 115
  Dpl ws ........................ 5085 ps

[Hold path]
  Type of the tightest min-delay check ........................ register to register

[Status]
  Status ........................ finished, final reports clean

----------------------------------------------------
per-layer routing:
metal,wire [microns],global-route usage (%)
met2,233700,75.96
met3,125100,52.93
met1,203900,72.94
met4,76310,53.00
met5,3496,15.94
report_power, final:
| part | leakage (nW) | internal (mW) | switching (mW) | total [mW] |
|---|---|---|---|---|
| logic | 21.2 | 0.681 | 0.905 | 1.59 |
| registers | 26.7 | 5.35 | 0.589 | 5.94 |
| clock network | 3.74 | 2.86 | 2.11 | 4.98 |
layout by cell type, fill, tap and decap left out, drive strengths merged, types with 77 or more instances in the layout:
cell	count
mux2	2030
dfrtp	1856
a22oi	1085
buf	560
clkbuf	329
a22o	308
nand2	296
a221oi	275
nand4	228
dfstp	192
nor2	180
mux2i	130
diode	125
nand3	119
a21oi	115
o21ai	91
nor3	77
metrics by stage:
step / power [mW] / std cells / utilization (%) / instance area (sq um) / hold WS (ps)
2_1_floorplan: 6.624 / 8494 / - / 102800 / 435.9
3_3_place_gp: 7.438 / 10850 / 52.83 / 108000 / 365.4
3_5_place_dp: 7.464 / 10850 / 52.83 / 108000 / 368.1
4_1_cts: 12.34 / 11260 / 56.55 / 115600 / 377.0
5_1_grt: 12.72 / 11290 / 56.59 / 115700 / 384.1
6_report: 12.50 / 11380 / 56.70 / 115900 / 376.6
worst paths after layout:
| kind | start | endpoint | slack [ps] | depth (start not counted) |
|---|---|---|---|---|
| worst min-delay path | data[32][5] | data[32][5] | 380 | 0 |
| worst max-delay path | raA[2] | rdA[17] | 4250 | 16 |
| max in group asynchronous | reset | data[46][29] | 11040 | 6 |
| worst min register to register | data[32][5] | data[32][5] | 380 | 0 |
| worst max register to register | data[22][25] | data[22][25] | 16580 | 1 |
| min in group asynchronous | reset | data[45][6] | 2510 | 1 |
worst max-delay path, stage by stage:
cell	delay (ps)
buf_2	350
buf_4	360
buf_4	410
or3b_1	880
buf_4	540
nor2_4	230
buf_4	290
buf_4	320
a22o_1	300
a221oi_1	200
nand4_1	110
o21ai_0	660
o211ai_1	620
buf_6	340
buf_4	160
clkdlybuf4s50_1	400
final cells by class:
class | instances | area [sq um]
Fill cell | 16680 | 88490
Clock inverter | 82 | 1079
Antenna cell | 125 | 312.8
Clock buffer | 329 | 6519
Timing Repair Buffer | 632 | 5016
Inverter | 8 | 30.03
Tap cell | 2688 | 3363
Multi-Input combinational cell | 5470 | 48080
Sequential cell | 2048 | 51490
logic make-up (layout without fill, tap and decap cells):
group | count (synthesis) | after routing
and+or+nand+nor | 1115 | 1115
other | 0 | 125
DFF | 2048 | 2048
buffers and inverters | 976 | 1051
xor gates and xnor gates | 11 | 11
muxes | 2165 | 2165
AOI/OAI and AO/OA | 2179 | 2179
Power figures rest on the tool's default switching activity, not on a simulated workload.
