==> /design/flow/design.v <==
parameter WDEPTH = 2;
parameter ASIZE = 1;
parameter WDSIZE = 32;
parameter RDEPTH = 2;
parameter RASIZE = 1;
parameter RDSIZE = 32;
parameter AFULL = 1;
parameter AEMPT = 1;
parameter C0_Reverse_Clk="false";
parameter C0_Diff_Clk="false";
parameter C1_Reverse_Clk="true";
parameter C1_Diff_Clk="true";
parameter Memory_Clock = 162;
parameter PSRAM_WIDTH = 8;
parameter DQ_WIDTH = 8;
parameter ADDR_WIDTH = 21;
parameter Burst_Length  = "16_Bytes";
parameter burst_num = 4;
parameter Fixed_Latency_Enable = "Fixed";
parameter Initial_Latency = 6;
parameter Drive_Strength = 50;
parameter Deep_Power_Down = "OFF";
parameter Hybrid_Sleep_Mode = "OFF";
parameter Refresh_Rate = "normal";
parameter PASR = "full";
parameter shift_delay = 192;
module bus( input clk,
            input [31:0] PC,
            input [31:0] data_addr,
            input ren,
            input wen,
            input btn_out,
            input [31:0] memory_out,
            input [31:0] flash_out,
            input [31:0] uart_out,
            input [31:0] counter27M,
            input [31:0] counter1M,
            input [31:0] program_mem_out,  
            input [31:0] second_stage_mem_out,  
            input [31:0] usb_out,
            input [31:0] clint_data_out,
            input [31:0] sdram_data_out,
            input [31:0] boot_instr,
            input [31:0] sdram_instr,
            input [31:0] second_stage_instr,
            output reg clint_ren,
            output reg clint_wen,
            output reg mem_ren,
            output reg mem_wen,
            output reg program_mem_ren,   
            output reg program_mem_wen,   
            output reg second_stage_mem_ren,   
            output reg second_stage_mem_wen,   
            output reg screen_ren,
            output reg screen_wen,
            output reg flash_ren,
            output reg flash_wen,
            output reg uart_ren,
            output reg uart_wen,
            output reg btn_ren,
            output reg usb_ren,
            output reg sdram_ren,
            output reg sdram_wen,
            output reg [31:0] data_out,
            output reg [31:0] instr_out,
            input [31:0] data_to_write,
            output reg [31:0] data_to_write_reg,
            input [3:0] byte_select_vector,
            output reg[3:0] data_mask_reg,
            output reg [31:0] address_reg,
            input memReady,
            input sdram_ready,
            output reg bus_ready
);
reg [31:0] data_out_new,data_out_old;
reg bus_ready_old;
always@(posedge clk) begin
    bus_ready_old<=bus_ready;
    if(bus_ready==1) begin
        address_reg <= data_addr;
    end
    if(bus_ready_old)
    begin
        data_out_old <= data_out_new;
        data_to_write_reg <= data_to_write;
        data_mask_reg <= byte_select_vector;
    end
end
always@(*) begin
    if((data_addr >= 32'h8000_0000 && data_addr < (32'h80FF_FFFF))
    || (address_reg >= 32'h8000_0000 && address_reg < (32'h80FF_FFFF))
    || (PC >= 32'h8000_0000 && PC < (32'h80FF_FFFF))) begin
       bus_ready = sdram_ready; 
    end
    else
    begin
        bus_ready = memReady;
    end
end
assign data_out= (bus_ready==0)?data_out_old:data_out_new;
always@(*) begin
    if(PC <= 32'h00001000)begin
        instr_out = boot_instr;
    end
    else if( PC >= 32'h00800000 && PC < 32'h008fffff)begin
        instr_out = second_stage_instr;
    end
    else if( PC >= 32'h8000_0000 && PC < 32'h80FF_FFFF)begin
        instr_out = sdram_instr;
    end
    else
        instr_out = 32'b0;
    second_stage_mem_ren = 0;
    second_stage_mem_wen = 0;
    program_mem_ren = 0;
    program_mem_wen = 0;
    mem_ren = 0;
    mem_wen = 0;
    screen_ren = 0;
    sdram_ren = 0;
    sdram_wen = 0;
    screen_wen = 0;
    flash_ren = 0;
    flash_wen = 0;
    btn_ren = 0;
    data_out_new = 0;
    uart_ren = 0;
    uart_wen = 0;
    usb_ren = 0;
    clint_ren = 0;
    clint_wen = 0;
    if(data_addr>=32'h8800_0000 && data_addr <(32'h8810_0000)) begin
        screen_wen = wen;
        data_out_new = memory_out;
    end
    else if(data_addr >= 32'h8900_0000 && data_addr < (32'h8900_0000+16)) begin
        btn_ren = ren;
        data_out_new = (btn_out==1'b1)?32'b0:32'h1010101;
    end
    else if(data_addr == 32'h8A00_0000) begin
        data_out_new = counter1M;
    end
    else if(data_addr == 32'h8A00_0004) begin
        data_out_new = counter27M;
    end
    else if(data_addr >= 32'h8B00_0000 && data_addr <(32'h8B00_0F00)) begin
        flash_ren = ren;
        flash_wen = wen;
        data_out_new =  flash_out;
    end
    else if(data_addr >= 32'h00800000 && data_addr < (32'h008fffff))begin
        second_stage_mem_ren = ren;
        second_stage_mem_wen = wen;
        data_out_new = second_stage_mem_out;
    end
    else if(data_addr >= 32'h70000000 && data_addr < (32'h70FFFFFF))begin
        program_mem_ren = ren;
        program_mem_wen = wen;
        data_out_new = program_mem_out;
    end
    else if(data_addr >= 32'h1000_0000 && data_addr < (32'h1000_000f)) begin
        uart_ren = ren;
        uart_wen = wen;
        data_out_new = uart_out;
    end
    else if(data_addr >= 32'h8C00_0000 && data_addr < (32'h8C00_0016)) begin
        usb_ren = ren;
        data_out_new = usb_out;
    end
    else if(data_addr >= 32'h0200_0000 && data_addr < (32'h02f0_0000)) begin
        clint_ren = ren;
        clint_wen = wen;
        data_out_new = clint_data_out;
    end
    else if(data_addr >= 32'h8000_0000 && data_addr < (32'h80FF_FFFF)) begin
        sdram_ren = ren;
        sdram_wen = wen;
        data_out_new = sdram_data_out;
    end
    else begin
        mem_ren = ren;
        mem_wen = wen;
        data_out_new = memory_out;
    end
end
endmodule
==> /design/flow/run.sh <==
#!/bin/bash
# OpenROAD 26Q1-2900-gdf79404cd8, Yosys 0.63+post, stock flow scripts
make -C /OpenROAD-flow-scripts/flow DESIGN_CONFIG=/design/flow/config.mk WORK_HOME=/design/flow/orfs finish
==> /design/flow/config.mk <==
export PLATFORM = sky130hd
export DESIGN_NAME = bus
export DESIGN_NICKNAME = bus
export VERILOG_FILES = /design/flow/design.v
export SDC_FILE = /design/flow/constraint.sdc
export NUM_CORES = 4
export LEC_CHECK = 1
export CORE_AREA = 10 10 282 282
export DIE_AREA = 0 0 292 292
==> /design/flow/constraint.sdc <==
current_design bus

set clk_period 10.7
set clk_io_pct 0.2

create_clock -name clk0 -period $clk_period [get_ports {clk}]

set non_clock_inputs [all_inputs -no_clocks]
set_input_delay [expr $clk_period * $clk_io_pct] -clock clk0 $non_clock_inputs
set_output_delay [expr $clk_period * $clk_io_pct] -clock clk0 [all_outputs]
==> flow_metrics.py <==
# Physical implementation metrics
metrics = {
    "synthesis": {
        "synthCells": 1027,
        "ys.flop_type": "edfxtp_1",
        "synth-edff-count": 100,
        "yosys.area.top_type_share_pct": 32.98,
        "yosysWarnings": 2,
        "yosys.stat.seqShare_pct": 33.20,
        "yosysUniqueCellTypes": 78,
        "top_cells_by_count": "nor2_1, edfxtp_1, o21ai_0",
        "ys_ff": 101,
        "yosysTopAreaCell": "edfxtp_1",
        "synthArstFlopShare_pct": 0,
        "synth_area_per_cell_sq_um": 8.867,
        "topCellsByArea": "edfxtp_1, nor2_1, mux2_2, a222oi_1, o21ai_0",
        "yosys-stat-cells": 1027,
        "syn-cell-area_sq_mm": 0.009106,
        "yosys-stat-area_sq_mm": 0.009106,
        "most_common_cell": "nor2_1",
    },
    "clocking": {
        "cts.path.max_buffers": 2,
        "cts_tree": "yes",
        "cts_resized": 0,
        "cts_setup_buffers": 0,
        "path_clk_slew_ps": 90,
        "ctsHoldBuffers": 0,
        "cts_sinks": 101,
        "clock-root-buffer": "clkbuf_16",
        "cts_made_buffers": 9,
        "ctsHtreeMaxLevel": 3,
        "clock.latency.late_pin_ps": 400,
    },
    "die": {
        "row_count": 99,
        "die.size.y_um": 292,
        "pin_count": 673,
        "fp.dieW_um": 292,
        "core_area_sq_mm": 0.07321,
        "floorplan.die_area_sq_mm": 0.08526,
        "fp_util_pct": 12.44,
    },
    "drt": {
        "ant_nets": 0,
        "finalWirelength_um": 73300,
        "drt-wirelength-per-cell_um": 27.80,
        "drc_errors": 0,
        "drt-initial-drc-count": 719,
        "via_count": 11790,
        "met2_wirelength_um": 36410,
        "via_per_inst": 4.469,
        "drt-met1-wl_um": 27900,
        "maxUsedRoutingLayer": "met5",
        "met3_length_um": 7146,
        "dr.pass1.iters": 6,
    },
    "critical_path": {
        "cp_slowest_cell": "o2111ai_1",
        "crit_fanout": 28,
        "path_cells": "clkdlybuf4s50_1 -> nor4_1 -> and3_1 -> nand4_2 -> buf_4 -> o2111ai_1 -> o221ai_1 -> buf_4 -> a21oi_2 -> mux2_2 -> clkdlybuf4s50_1",
        "rrSetupSlack_ps": 7460,
        "cpPeakStageDelay_ps": 740,
        "cp.buffers_inverters": 4,
        "cp_top_family": "buffers and inverters",
        "cp-start-kind": "input port",
        "arrival_ps": 6390,
        "worstSetupPathType": "in2out",
        "end_kind": "output port",
        "crit_required_ps": 8560,
    },
    "pwr": {
        "pwr-share-comb_pct": 29.5,
        "intPower_mw": 0.8712,
        "leakage_nw": 5.991,
        "p_sw_share_pct": 27.83,
        "vdd_drop_max_mv": 0.06257,
        "power.density_mw_per_mm2": 69.52,
        "seqPwrFrac_pct": 39.1,
        "switching_power_mw": 0.3360,
        "pwr-share-clk_pct": 31.3,
    },
    "global_routing": {
        "grt_max_degree": 50,
        "grt_pass1_wl_um": 99120,
        "grtUsageTotal_pct": 16.68,
        "first_global_vias": 12430,
        "grt-ovfl-total": 0,
        "antenna_found_initial": 22,
    },
    "min_path": {
        "hold_class": "reg2reg",
    },
    "timing": {
        "finalHoldViolations": 0,
        "rsz0062_at_grt": "false",
        "finalMaxSlewViolations": 0,
        "fmax_mhz": 117.2,
        "fin_tns_setup_ps": 0,
        "finalSetupViolations": 0,
        "hold_ws_ps": 763.0,
        "finClkSkew_ps": 14.33,
        "min_period_ps": 8531,
        "finalClockPeriodUsage_pct": 79.73,
        "max_slew.worst_pin.slew_ps": 833.8,
        "slew_headroom_pct": 44.36,
    },
    "place": {
        "io_buffers": 671,
        "gp_congestion": 0.9596,
        "dp_cells": 2616,
        "hpwl_um": 60860,
    },
    "job": {
        "maxCapViolCount": 0,
        "log.warning_count": 25,
    },
    "outcome": {
        "outcome": "completed",
    },
    "layout": {
        "drive_gt1_share_pct": 10.76,
        "final_cells": 2637,
        "syn2layout_area_growth_pct": 90.68,
    },
}
[cell families (layout without fill, tap and decap cells)]
group	after synthesis	after routing	share of synthesized area [%]
compound gates	378	378	32.29
simple gates	369	369	21.85
buf+inv	126	772	6.114
flops	101	101	33.20
mux	52	52	6.513
other cells	1	6	0.04118
[routing by layer]
layer / vias up / track usage [%]
met2: 675 / 29.15
met3: 97 / 6.145
met1: 5618 / 19.40
li1: 5378 / -
met5: - / 0
met4: 18 / 3.257
[through the flow]
stage / power [mW] / util (%) / setup WS, ps / area, sq um
after floorplan: 0.5383 / - / 4213 / 9106
after global placement: 0.8399 / 23.27 / 2281 / 17040
after detailed placement: 0.8410 / 23.27 / 2178 / 17040
after CTS: 1.234 / 23.70 / 2175 / 17350
after global routing: 1.262 / 23.70 / 1967 / 17350
final: 1.207 / 23.72 / 2169 / 17360
[power groups by stage]
stage | registers [mW] | clock network, mW | logic (mW)
final | 0.472 | 0.378 | 0.356
after global routing | 0.475 | 0.407 | 0.380
after CTS | 0.473 | 0.399 | 0.361
[area by class of cell]
class / instances / area, sq um
fillers: 7981 / 55840
repair buffers: 713 / 7027
multi-input cells: 800 / 5618
flip-flops and latches: 101 / 3027
well taps: 959 / 1200
clock buffers: 9 / 225.2
inverters: 43 / 163.9
clock inverters: 7 / 91.34
diodes: 5 / 12.51
[final timing paths]
kind	startpoint	endpoint	cells after the start
worst max-delay path	data_addr[19]	data_out[7]	11
worst min-delay path	bus_ready_old	data_to_write_reg[25]	0
worst max register to register	address_reg[14]	address_reg[18]	7
worst min register to register	bus_ready_old	data_to_write_reg[25]	0
[placed cells by master, fill, tap and decap left out, types with 9 or more instances in the layout]
cell             synthesis  routed
nor3_1                  11      10
o22ai_1                 18      18
edfxtp_1               100     100
buf_4                    5      42
nor4_1                  14      14
o21ai_0                 62      62
a221o_1                 14      14
a21oi_2                  9      11
inv_1                   41      41
a211oi_2                10      10
mux2_2                  44      44
o2111ai_1               13      13
o221ai_1                13      13
o2bb2ai_1               14      14
nand2_1                 44      44
a21oi_1                 33      30
nor2_1                 144     143
clkbuf_16                0       9
nand3_1                 28      28
and2_1                  19      19
o21ai_1                 18      18
o211ai_2                13      13
a2bb2oi_1               14      14
a311oi_1                14      14
nor2b_1                 30      30
o211ai_1                30      30
clkdlybuf4s50_1          0     670
nand4_1                 25      25
a222oi_1                32      32
a21boi_1                15      15
a211oi_1                13      13
o32a_1                  13      13
[worst reg2reg max path: stages (launching register included)]
cell and delay, ps:
edfxtp_1 390, nand4_1 230, nor4_1 610, a21oi_1 260, nor3_2 250, mux2i_4 130
inv_4 410, buf_4 530
No activity file was given, so power comes from the tool's default toggle rates.
